## flow/config.mk

```make
export PLATFORM = sky130hd
export DESIGN_NAME = Counter
export DESIGN_NICKNAME = Counter
export VERILOG_FILES = /design/flow/design.v
export SDC_FILE = /design/flow/constraint.sdc
export NUM_CORES = 4
export LEC_CHECK = 1
export CORE_AREA = 10 10 74 74
export DIE_AREA = 0 0 84 84
```

## flow/constraint.sdc

```tcl
current_design Counter

set clk_period 5.1
set clk_io_pct 0.2

create_clock -name clk0 -period $clk_period [get_ports {CLK}]

set non_clock_inputs [all_inputs -no_clocks]
set_input_delay [expr $clk_period * $clk_io_pct] -clock clk0 $non_clock_inputs
set_output_delay [expr $clk_period * $clk_io_pct] -clock clk0 [all_outputs]
```

## flow/design.v

```verilog
module coreir_reg_arst #(
    parameter width = 1,
    parameter arst_posedge = 1,
    parameter clk_posedge = 1,
    parameter init = 1
) (
    input clk,
    input arst,
    input [width-1:0] in,
    output [width-1:0] out
);
  reg [width-1:0] outReg;
  wire real_rst;
  assign real_rst = arst_posedge ? arst : ~arst;
  wire real_clk;
  assign real_clk = clk_posedge ? clk : ~clk;
  always @(posedge real_clk, posedge real_rst) begin
    if (real_rst) outReg <= init;
    else outReg <= in;
  end
  assign out = outReg;
endmodule
module commonlib_muxn__N2__width16 (
    input [15:0] in_data_0,
    input [15:0] in_data_1,
    input [0:0] in_sel,
    output [15:0] out
);
assign out = in_sel[0] ? in_data_1 : in_data_0;
endmodule
module Mux2xOutUInt16 (
    input [15:0] I0,
    input [15:0] I1,
    input S,
    output [15:0] O
);
commonlib_muxn__N2__width16 coreir_commonlib_mux2x16_inst0 (
    .in_data_0(I0),
    .in_data_1(I1),
    .in_sel(S),
    .out(O)
);
endmodule
module Counter_comb (
    input inc,
    input [15:0] self_count_O,
    output [15:0] O0,
    output [15:0] O1
);
Mux2xOutUInt16 Mux2xOutUInt16_inst0 (
    .I0(self_count_O),
    .I1(self_count_O + 16'h0001),
    .S(inc),
    .O(O0)
);
assign O1 = O0;
endmodule
module Counter (
    input inc,
    input CLK,
    input ASYNCRESET,
    output [15:0] O
);
wire [15:0] Counter_comb_inst0_O0;
wire [15:0] reg_PR_inst0_out;
Counter_comb Counter_comb_inst0 (
    .inc(inc),
    .self_count_O(reg_PR_inst0_out),
    .O0(Counter_comb_inst0_O0),
    .O1(O)
);
coreir_reg_arst #(
    .arst_posedge(1'b1),
    .clk_posedge(1'b1),
    .init(16'h0000),
    .width(16)
) reg_PR_inst0 (
    .clk(CLK),
    .arst(ASYNCRESET),
    .in(Counter_comb_inst0_O0),
    .out(reg_PR_inst0_out)
);
endmodule
```

## flow/run.sh

```bash
#!/bin/bash
# OpenROAD 26Q1-2900-gdf79404cd8, Yosys 0.63+post, stock flow scripts
make -C /OpenROAD-flow-scripts/flow DESIGN_CONFIG=/design/flow/config.mk WORK_HOME=/design/flow/orfs finish
```

==> results.toml <==
# flow metrics
[flow_run]
maxCapViolCount = 0
stage_log_warnings = 25

[routing]
route.layer.met1.wl_um = 732
drt-initial-drc-count = 64
route.detailed.vias_per_inst = 3.803
drcViolationCount = 0
ant_nets = 0
routed.top_layer = "met4"
firstDrtPassIters = 2
met2WireLength_um = 704
n_antenna_cell = 0
routed_wire_length_per_instance_um = 11.89
routed_wirelength_um = 1570
vias = 502
routed_length_on_met3_um = 98

[critical_path]
worst_ep_required_time_ps = 4080
slowest_delay_ps = 600
cp.buffers_inverters = 2
crit_slowest_cell = "sky130_fd_sc_hd__clkdlybuf4s50_1"
critPathCaptureType = "output port"
path_cells = "clkdlybuf4s50_1 > nand4_1 > nor4_2 > nand4_1 > xnor2_1 > clkdlybuf4s50_1"
critical_path_arrival_ps = 2930
cp-start-kind = "input pin"
maximum_net_fanout_on_the_critical_path = 6
worst-setup-path-type = "in -> out"
crit_family = "buffers and inverters"

[global_routing]
number_of_global_route_vias_before_repair = 548
grt_antenna_before_repair = 0
largest_net_degree_at_the_start_of_global_routing = 17
first_pass_grt_wire_length_um = 2704
globalRoute.totalOverflow = 0
groute.usage.overall = 0.04500

[status]
run_status = "complete, no violations"

[layout]
reg.largest.list = "reg_PR_inst0.outReg (16)"
areaGrowthSynthToFinish_pct = 40.27
largest_register = "reg_PR_inst0.outReg"
largest_register_ff_count = 16
final_design_area_no_fill_um2 = 1037
n_fill_cell = 404
fraction_of_final_layout_cells_with_drive_strength_greater_than_1 = 0.1341

[floorplanning]
floorplan.die_area_um2 = 7056
fp.dieW_um = 84
num_rows = 23
placeableCoreArea_um2 = 3971
die-height_um = 84
io_pins = 19
floorplan.initialDensity = 0.1862

[place]
finalWeightedCongestion = 0.7777
dpl-instance-area_um2 = 982.2
dp_slack_ps = 1175
dp.final_hpwl_um = 1184
io_buffers = 18

[yosys]
synth_area_per_cell_um2 = 12.32
synth.lib_cells_used.distinct = 18
synth_top_cell_by_area = "sky130_fd_sc_hd__dfrtp_1"
synthesis.yosys.warnings = 1
ys_cells = 60
mappedNetlistArea_um2 = 739.5
synth_seq_share = 0.5415
synthCells = 60
synth_flop_count = 16
netlist_top_cells_area = "sky130_fd_sc_hd__dfrtp_1 54%, sky130_fd_sc_hd__xnor2_1 11%, sky130_fd_sc_hd__xor2_1 7.1%"
yosysTopAreaCellShare = 0.5415
yosys.stat.chipArea_um2 = 739.5

[cts]
clock_tree_from_tritoncts = "built"
clock_buffers_created_by_tritoncts = 3
sink_count = 16
ctsHoldBuffers = 0
cts_setup_buffers = 0
cts.root.buffer_cell = "sky130_fd_sc_hd__clkbuf_8"
cts_resized = 0
htreeDepth = 1
cts.reportedPaths.clkPinSlew_ps = 60
clock_insertion_delay_worst_skew_ps = 240
cts-root-to-sink-buffers = 2

[timing]
final-hold-violation-count = 0
worst_pin_slew_ps = 580.1
setup_violations = 0
timing.fmax_mhz = 253.3
whs_ps = 475.9
slew_violations = 0
fin_tns_setup_ps = 0
min_clock_period_post_route_ps = 3948
timing.clock.skew_ps = 1.038
smallest_setup_slack_after_layout_ps = 1152
worst_slew_margin_rel = 0.6128
rsz_0062_raised_after_global_routing = "no"
post-route-period-util = 0.7741

[hold_path]
tightest_hold_check_type = "reg -> reg"

[power]
clock_share_of_power = 0.264
net-switching-power_uw = 115.1
cellLeakagePower_nw = 0.4221
power_after_layout_uw = 419.1
power.share.combinational = 0.290
seqPwrFrac = 0.447
cellInternalPower_uw = 304.0
switching_share = 0.2747
vdd_ir_drop_max_v = 0.0001369
power_density_nw_per_um2 = 404.0
worst paths after layout:
kind / from / to / slack (ps) / cells past startpoint
worst min-delay path: reg_PR_inst0.outReg[15] / reg_PR_inst0.outReg[15] / 480 / 1
worst max-delay path: inc / O[15] / 1150 / 6
max in group asynchronous: ASYNCRESET / reg_PR_inst0.outReg[3] / 3590 / 2
worst min register to register: reg_PR_inst0.outReg[15] / reg_PR_inst0.outReg[15] / 480 / 1
worst max register to register: reg_PR_inst0.outReg[3] / reg_PR_inst0.outReg[15] / 3650 / 4
min in group asynchronous: ASYNCRESET / reg_PR_inst0.outReg[0] / 1130 / 2
metal layers:
layer,up-vias,global-route usage
met5,-,0
met4,0,0.01065
met3,2,0.01476
met2,11,0.06690
met1,237,0.06143
li1,252,-
cell families after synthesis:
| group | share of synthesized area |
|---|---|
| adder cells (fa/ha/maj) | 0.01692 |
| XOR/XNOR | 0.1777 |
| multiplexers | 0.01523 |
| flip-flops | 0.5414 |
| buffers and inverters | 0.01016 |
| AND/OR/NAND/NOR | 0.2386 |
metrics by stage:
| step | cells | utilization |
|---|---|---|
| after floorplan | 60 | - |
| after global placement | 128 | 0.2473 |
| after detailed placement | 128 | 0.2473 |
| after CTS | 132 | 0.2612 |
| after global routing | 132 | 0.2612 |
| final | 132 | 0.2612 |
area by class of cell:
class	instances	area (µm²)	area share
sequential	16	400.4	0.3860
clock buffer	4	55.05	0.05308
inverter	2	7.507	0.007238
tap	50	62.56	0.06031
multi-input combinational	42	331.6	0.3197
timing repair buffer	18	180.2	0.1737
Yosys cell counts (all sizes together):
library cell,instances
ha,1
nor3b,1
and4,1
nand4,5
nand2,6
inv,2
nor3,1
nor2,4
dfrtp,16
nand3,4
xnor2,9
and3,1
mux2,1
xor2,6
nor4,2
power by group through the flow:
stage | Clock (mW) | Sequential [mW] | Combinational (mW)
global route | 0.120 | 0.191 | 0.140
CTS | 0.114 | 0.186 | 0.128
finish | 0.110 | 0.187 | 0.121
worst register-to-register path, stage by stage (launching register included):
cell                      delay [ps]
sky130_fd_sc_hd__dfrtp_1         430
sky130_fd_sc_hd__nand4_1         190
sky130_fd_sc_hd__nor4_2          370
sky130_fd_sc_hd__nand4_1         170
sky130_fd_sc_hd__xnor2_1         200
cells in the final DEF, fill, tap and decap left out, drive strengths merged, types with 4 or more instances in the layout:
cell type,netlist,routed
xnor2,9,9
nand2,6,6
dfrtp,16,16
clkdlybuf4s50,0,18
clkbuf,0,4
nand4,5,5
xor2,6,6
nor2,4,4
nand3,4,4
Power figures rest on the tool's default switching activity, not on a simulated workload.
