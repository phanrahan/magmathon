===== design/flow/config.mk =====
export PLATFORM = sky130hd
export DESIGN_NAME = main
export DESIGN_NICKNAME = main
export VERILOG_FILES = /design/flow/design.v
export SDC_FILE = /design/flow/constraint.sdc
export NUM_CORES = 4
export LEC_CHECK = 1
export CORE_UTILIZATION = 40

===== design/flow/constraint.sdc =====
current_design main

set clk_period 4.0
set clk_io_pct 0.2

create_clock -name clk0 -period $clk_period [get_ports {CLK}]

set non_clock_inputs [all_inputs -no_clocks]
set_input_delay [expr $clk_period * $clk_io_pct] -clock clk0 $non_clock_inputs
set_output_delay [expr $clk_period * $clk_io_pct] -clock clk0 [all_outputs]

===== design/flow/design.v =====
module RXMOD(
  input RX, 
  input CLK,
  output [7:0] data,
  output valid);
reg RX_1;
reg RX_2;
always @(posedge CLK) begin
  RX_1 <= RX;
  RX_2 <= RX_1;
end
wire RXi;
assign RXi = RX_2;
reg [8:0] dataReg;
reg validReg = 0;
assign data = dataReg[7:0];
assign valid = validReg;
reg [12:0] readClock = 0;  
reg [3:0] readBit = 0;  
reg reading = 0;
always @ (posedge CLK)
begin
  if(RXi==0 && reading==0) begin
    reading <= 1;
    readClock <= 150;  
    readBit <= 0;
    validReg <= 0;
  end else if(reading==1 && readClock==0 && readBit==8) begin
    reading <= 0;
    dataReg[8] <= RXi;
    validReg <= 1;
  end else if(reading==1 && readClock==0) begin
    dataReg[readBit] <= RXi;
    readClock <= 100;
    readBit <= readBit + 1;
    validReg <= 0;
  end else if(reading==1 && readClock>0) begin
    readClock <= readClock - 1;
    validReg <= 0;
  end else begin
    validReg <= 0;
  end
end
endmodule
module TXMOD(
  output TX,
  input CLK,
  input [7:0] data,
  input valid,
  output ready);
reg TXReg = 1;
assign TX = TXReg;
reg [10:0] dataStore = 1536;  
reg writing = 0;
assign ready = (writing==0);
reg [13:0] writeClock = 0;  
reg [3:0] writeBit = 0;  
always @(posedge CLK) begin
  if(writing==0 && valid==1) begin
    writing <= 1;
    dataStore[8:1] <= data;
    writeClock <= 100;
    writeBit <= 0;
    TXReg <= dataStore[0];
  end else if(writing==1 && writeClock==0 && writeBit==9) begin
    TXReg <= 1;
    writing <= 0;
  end else if(writing==1 && writeClock==0) begin
    TXReg <= dataStore[writeBit];
    writeBit <= writeBit+1;
    writeClock <= 100;
  end else if(writing==1) begin
    TXReg <= dataStore[writeBit];
    writeClock <= writeClock - 1;
  end else begin
    TXReg <= 1;
  end 
end
endmodule
parameter UART_PERIOD = 100;
parameter UART_PERIOD_TH = 150;   
module main (input CLK, input RX, output TX,
  output LED0,
  output LED1,
  output LED2,
  output LED3,
  output LED4,
  output PMOD_1,
  output PMOD_2);
  assign PMOD_1 = RX;
  assign PMOD_2 = TX;
  wire [7:0] readData;
  wire readValid;
  reg [7:0] readDataReg;
  wire txReady;
  reg txValid = 0;
  always @(posedge CLK) begin
    if(readValid) begin
      readDataReg <= readData;
      txValid <= 1;
    end else if(txReady) begin
      txValid <= 0;
    end
  end
  assign LED4 = readValid;
  assign {LED3, LED2, LED1, LED0} = readDataReg[3:0];
  RXMOD rxmod(.RX(RX), .CLK(CLK), .data(readData), .valid(readValid) );
  TXMOD txmod(.TX(TX), .CLK(CLK), .data(readDataReg+10), .valid(txValid), .ready(txReady) );
endmodule

===== design/flow/run.sh =====
#!/bin/bash
# OpenROAD 26Q1-2900-gdf79404cd8, Yosys 0.63+post, stock flow scripts
make -C /OpenROAD-flow-scripts/flow DESIGN_CONFIG=/design/flow/config.mk WORK_HOME=/design/flow/orfs finish

==> results.json <==
{
  "outcome": "finished clean",
  "grt_pass1_vias": 2167,
  "worst_hold_path.num_cells": 0,
  "track_usage_pct": 15.2,
  "final-hold-violation-count": 0,
  "syn_area_um2": 3210,
  "cts_sinks": 66,
  "cts_tree": "yes",
  "minimum_period_implied_by_the_final_worst_setup_slack_ns": 2.53,
  "register_area_share_after_synthesis_pct": 48.6,
  "design_power_total_mw": 1.36,
  "drt-initial-drc-count": 67,
  "cp_cell_sequence": "clkdlybuf4s50_1 > clkdlybuf4s50_1",
  "detailedPlacementHpwl_um": 3940,
  "final_core_utilization_pct": 46.5,
  "met3_length_um": 218,
  "irDropWorstVdd_uv": 290,
  "critical_path_buf_inv_count": 2,
  "drc": 0,
  "power.density_cell_area_nw_per_um2": 377,
  "rows": 32,
  "wire_per_inst_um": 13.2,
  "total_i_o_pin_count": 10,
  "cpPeakStageDelay_ns": 0.47,
  "skew_ns": 0.0136,
  "yosysUniqueCellTypes": 61,
  "enable_flop_cells": 24,
  "async_flop_share_pct": 0,
  "yosys.stat.chipArea_um2": 3210,
  "chip_area_um2": 8400,
  "critical_path.max_fanout": 2,
  "area.growth.synth_to_final_pct": 12.5,
  "cp.required_ns": 3.20,
  "period_used_pct": 63.2,
  "synth_flop_count": 66,
  "syn_area_per_cell_um2": 9.92,
  "flop_cell": "dfxtp_1",
  "route.detailed.vias_per_inst": 5.29,
  "root_buffer": "clkbuf_8",
  "antenna_found_initial": 0,
  "min_delay_worst_endpoint": "rxmod.RX_2",
  "cts_inserted_buffers": 9,
  "maxCapViolations": 0,
  "drive_gt1_share_pct": 9.20,
  "lay_top_count": "dfxtp_1",
  "critPathSlowestCell": "clkdlybuf4s50_1",
  "reg2reg_setup_slack_ns": 1.51,
  "detail_route.first_pass.iterations": 4,
  "antenna_cells": 0,
  "critical_path_arrival_ns": 1.73,
  "ant_nets": 0,
  "top_layer_used": "met4",
  "clkSlewWorstSetupHoldPaths_ns": 0.07,
  "setup_violations": 0,
  "worst_pin_slew_ns": 0.857,
  "cts_max_level": 3,
  "log.warning_count": 31,
  "overflow": 0,
  "timing.fmax_mhz": 395,
  "die-height_um": 91.6,
  "grt_start_max_net_pins": 18,
  "port-buffer-count": 9,
  "p_leak_nw": 1.25,
  "dr_total_vias": 2322,
  "worst_path_dominant_cell_family": "buffers and inverters",
  "fin_tns_setup_ns": 0,
  "slew_headroom_pct": 42.7,
  "min_from": "rxmod.RX_1",
  "synth_stat.cells": 324,
  "crit_type": "in -> out",
  "finalWeightedCongestion": 0.840,
  "fp_util_pct": 41.4,
  "finalMaxSlewViolations": 0,
  "reg2reg_to": "rxmod.dataReg[4]",
  "yosysWarningCount": 4,
  "startpoint_types": "input port",
  "endpoint_kind": "primary output",
  "grt_first_pass_wirelength_um": 10100,
  "ff_to_ff_start": "rxmod.readBit[0]",
  "netlist_instances": 324,
  "cp_most_frequent_cell": "clkdlybuf4s50_1",
  "post_cts_resize_count": 0,
  "coreArea_um2": 7770,
  "die_x_um": 91.6,
  "max-clock-path-buffers": 2,
  "layout.filler_cells": 739,
  "r2r_cells": 5,
  "dominant_logic_cell_types_in_the_final_layout": "42 x dfxtp_1, 32 x nor2_1, 29 x nand2_1, 24 x edfxtp_1, 17 x o21ai_0",
  "cts_hold_buf": 0,
  "drt-met1-wl_um": 3000,
  "rsz0062_at_grt": "no",
  "clock_insertion_delay_worst_skew_ns": 0.34,
  "postCtsSetupBuffers": 0,
  "finalWirelength_um": 5810,
  "wl_met2_um": 2530,
  "timing.hold.worst.class": "reg -> reg"
}
[synth_stat cells, types with 2 or more instances]
library cell,count,area share [%]
a211oi_1,2,0.47
a21oi_1,11,1.7
a22o_1,5,1.4
a31oi_1,4,0.78
a32o_1,2,0.62
and2_1,3,0.58
and4_1,2,0.55
buf_4,2,0.47
clkbuf_1,10,1.2
dfxtp_1,42,26
edfxtp_1,24,22
ha_1,11,4.3
inv_1,10,1.2
mux2_2,3,1.1
mux2i_1,3,0.93
nand2_1,29,3.4
nand2b_1,4,0.78
nand3_1,10,1.6
nand3b_1,3,0.70
nand4_1,2,0.39
nand4b_1,2,0.55
nor2_1,32,3.7
nor2b_1,3,0.58
nor3_1,12,1.9
nor4_1,10,1.9
nor4b_1,2,0.55
o21a_1,2,0.47
o21ai_0,17,2.6
o311ai_0,2,0.55
o31ai_1,3,0.70
o32ai_1,2,0.55
o41ai_1,3,0.82
or2_2,3,0.58
or3_1,2,0.39
or3b_2,2,0.55
or4_1,3,0.70
xnor2_1,12,3.3
xor2_1,7,1.9
[through the flow]
step / hold WS (ns) / worst slack (ns) / std cells / area, um2
global route: 0.344 / 1.29 / 439 / 3610
CTS: 0.335 / 1.47 / 439 / 3610
floorplan: 0.310 / 1.76 / 324 / 3210
detailed placement: 0.319 / 1.47 / 423 / 3380
finish: 0.330 / 1.47 / 439 / 3610
global placement: 0.320 / 1.47 / 423 / 3380
[how the worst max path moves through the flow]
stage | from | to | cells past startpoint | slack, ns
4_1_cts | RX | PMOD_1 | 2 | 1.47
5_1_grt | rxmod.readBit[0] | rxmod.dataReg[4] | 5 | 1.29
6_report | RX | PMOD_1 | 2 | 1.47
[where the power goes]
part           internal, mW  switching, mW  total (mW)  leakage [nW]
sequential            0.693        0.00490       0.698         0.557
combinational       0.00978         0.0112      0.0210         0.580
clock                 0.403          0.238       0.641         0.117
[kinds of logic (layout without fill, tap and decap cells)]
family	after synthesis	in the layout	synth area share [%]
flip-flops	66	66	48.6
multiplexers	7	7	2.69
AND/OR/NAND/NOR	133	133	21.9
buffers and inverters	24	37	3.08
XOR/XNOR	19	19	5.18
adder cells (fa/ha/maj)	11	11	4.28
AND-OR/OR-AND	64	64	14.3
[metal layers]
layer,track usage [%],vias up
met2,22.1,38
met4,2.65,0
met1,24.1,1077
li1,-,1203
met5,0,-
met3,3.71,4
[state kept, by name, summed over array words and instances (netlist names), 4 cells and up]
name              cells
readDataReg           8
rxmod.dataReg         8
rxmod.readBit         4
rxmod.readClock      13
txmod.dataStore       8
txmod.writeBit        4
txmod.writeClock     14
[area by class of cell]
class | instances | area (um2) | share of cell area (%)
sequential | 66 | 1560 | 43.2
inverter | 11 | 41.3 | 1.14
clock buffer | 14 | 173 | 4.78
timing repair buffer | 10 | 97.6 | 2.70
tap | 102 | 128 | 3.53
clock inverter | 2 | 60.1 | 1.66
multi-input combinational | 234 | 1550 | 43.0
Power is estimated from default activity; no workload was simulated.
